`design/flow/design.v`:
```
module FIRFilter(
    input               clock,
    input               reset,
    input       [9:0]   x,
    output      [9:0]   y
    );
reg [9:0] delay_1,delay_2,delay_3,delay_4;
wire [9:0] mul_0,mul_1,mul_2,mul_3,mul_4;
always @(posedge clock or posedge reset) begin
    if (reset) begin
        delay_1 <= 10'b0;
        delay_2 <= 10'b0;
        delay_3 <= 10'b0;
        delay_4 <= 10'b0;
    end
    else begin
        delay_1 <= x;
        delay_2 <= delay_1;
        delay_3 <= delay_2;
        delay_4 <= delay_3;
    end
end
assign mul_0 = (x       >> 3) + (x       >> 4) + (x       >> 7) + (x       >> 8);
assign mul_1 = (delay_1 >> 3) + (delay_1 >> 4) + (delay_1 >> 7) + (delay_1 >> 8);
assign mul_2 = (delay_2 >> 3) + (delay_2 >> 4) + (delay_2 >> 7) + (delay_2 >> 8);
assign mul_3 = (delay_3 >> 3) + (delay_3 >> 4) + (delay_3 >> 7) + (delay_3 >> 8);
assign mul_4 = (delay_4 >> 3) + (delay_4 >> 4) + (delay_4 >> 7) + (delay_4 >> 8);
assign y = mul_0 + mul_1 + mul_2 + mul_3 + mul_4;
endmodule
```
`design/flow/run.sh`:
```
#!/bin/bash
# OpenROAD 26Q1-2900-gdf79404cd8, Yosys 0.63+post, stock flow scripts
make -C /OpenROAD-flow-scripts/flow DESIGN_CONFIG=/design/flow/config.mk WORK_HOME=/design/flow/orfs finish
```
`design/flow/config.mk`:
```
export PLATFORM = sky130hd
export DESIGN_NAME = FIRFilter
export DESIGN_NICKNAME = FIRFilter
export VERILOG_FILES = /design/flow/design.v
export SDC_FILE = /design/flow/constraint.sdc
export NUM_CORES = 4
export LEC_CHECK = 1
export CORE_UTILIZATION = 40
```
`design/flow/constraint.sdc`:
```
current_design FIRFilter

set clk_period 10.5
set clk_io_pct 0.2

create_clock -name clk0 -period $clk_period [get_ports {clock}]

set non_clock_inputs [all_inputs -no_clocks]
set_input_delay [expr $clk_period * $clk_io_pct] -clock clk0 $non_clock_inputs
set_output_delay [expr $clk_period * $clk_io_pct] -clock clk0 [all_outputs]
```
==> results.py <==
# Flow results
metrics = {
    "synthesis": {
        "ys_types": 24,
        "yosysWarnings": 1,
        "yosys_area_mm2": 0.003080,
        "synth_stat.cells": 256,
        "synth_flop_count": 28,
        "ys_seq_share": 0.2275,
        "synth_area_mm2": 0.003080,
        "synthCells": 256,
        "syn_area_per_cell_um2": 12.03,
    },
    "hold_path": {
        "whs_endpoint": "delay_3[3]",
        "whs_path_depth": 0,
        "hp-class": "reg -> reg",
        "min-delay-start": "delay_2[3]",
    },
    "die": {
        "ios": 22,
        "die_y_um": 89.76,
        "die_area_mm2": 0.008056,
        "num_rows": 31,
        "core_mm2": 0.007331,
        "fp_util": 0.4202,
        "die_width_um": 89.76,
    },
    "clock_tree": {
        "clock.latency.late_pin_ps": 270,
        "h-tree-depth": 1,
        "clk_path_buf_depth": 2,
        "clock-sinks": 28,
        "cts_setup_buffers": 0,
        "cts-root-buf": "clkbuf_8",
        "clk_pin_slew_ps": 90,
        "cts-resized-gates": 0,
        "cts_hold_buffers": 0,
        "tritoncts": "yes",
        "cts_made_buffers": 3,
    },
    "critical_path": {
        "timing_worst_setup_path_type": "in -> out",
        "r2r.worst_path.cells": 0,
        "rrSetupSlack_ps": 9830,
        "crit_path_max_fanout": 3,
        "required_ps": 8400,
        "end_kind": "output port",
        "reg2reg_to": "delay_2[9]",
        "reg2reg_from": "delay_1[9]",
        "start_kind": "input port",
        "critPathArrivalTime_ps": 7730,
    },
    "drt": {
        "vias": 1653,
        "avgViaCountPerCell": 4.361,
        "wl_um": 4327,
        "antennaDiodeCount": 0,
        "wl_per_cell_um": 11.42,
        "first_pass_iters": 4,
        "ant_nets": 0,
        "drc": 0,
        "drt-initial-drc-count": 28,
    },
    "job": {
        "stage_log_warnings": 29,
        "drv_cap": 0,
    },
    "final_timing": {
        "grt_setup_unrepaired": "no",
        "fin_setup_tns_ps": 0,
        "min_period_ps": 9834,
        "finClkSkew_ps": 3.773,
        "worst_pin_slew_ps": 354.8,
        "period_used_share": 0.9366,
        "hold_viol": 0,
        "setup_viol": 0,
        "maxSlewViolCount": 0,
        "relSlewSlack": 0.7634,
        "fmax_ghz": 0.1017,
    },
    "cells_and_area": {
        "layout_top_cells": "inv_1, fa_1, dfrtp_1",
        "syn_to_final_growth_pct": 12.67,
        "fillCellCount": 652,
        "drive_above_1_share": 0.02857,
        "final_area_mm2": 0.003471,
        "final_common_cell": "inv_1",
    },
    "run_status": {
        "status": "complete, no violations",
    },
    "placed_design": {
        "dp_hpwl_um": 3973,
        "gp_congestion": 0.8426,
        "place_area_mm2": 0.003400,
        "port_buffers": 18,
    },
    "global_routing": {
        "grt_pass1_vias": 1746,
        "grt_usage": 0.1329,
        "grt_first_pass_wirelength_um": 7948,
        "antenna_found_initial": 0,
        "grt_start_max_net_pins": 29,
        "gr-total-overflow": 0,
    },
}
## worst max path at each step
| stage | start | endpoint | slack (ps) | cells after the start |
|---|---|---|---|---|
| after global routing | x[8] | y[9] | 330 | 19 |
| final | x[8] | y[9] | 670 | 19 |
| after CTS | x[8] | y[9] | 650 | 19 |
## per-stage QoR
step,util,setup WS [ps],hold slack (ps),cells
after global placement,0.4637,674.3,360.6,375
after CTS,0.4735,653.0,380.7,379
after detailed placement,0.4637,662.8,359.0,375
after global routing,0.4735,325.9,386.2,379
after floorplan,-,2019,353.7,256
final,0.4735,665.6,379.0,379
## registers in the layout, summed over array words and instances, names as in the netlist
register,cells
delay_1,7
delay_2,7
delay_4,7
delay_3,7
## area by class of cell
type / instances / area [µm²] / area share
Inverter: 99 / 371.6 / 0.1071
Clock inverter: 1 / 30.03 / 0.008652
Timing Repair Buffer: 20 / 195.2 / 0.05624
Sequential cell: 28 / 700.7 / 0.2019
Clock buffer: 3 / 41.29 / 0.01190
Tap cell: 99 / 123.9 / 0.03569
Multi-Input combinational cell: 129 / 2008 / 0.5786
## worst max-delay path: stages
cell,delay (ps)
clkdlybuf4s50_1,540
inv_1,160
fa_1,440
inv_1,80
fa_1,430
fa_1,590
fa_1,430
fa_1,490
inv_1,50
fa_1,420
inv_1,70
ha_1,160
inv_1,60
fa_1,430
and2b_1,240
o2111ai_1,150
a32oi_1,280
xnor2_1,140
clkdlybuf4s50_1,480
## logic make-up after synthesis
logic type | share of synthesized area
xor+xnor | 0.01990
simple gates | 0.02112
fa+ha+maj | 0.5792
buf+inv | 0.1206
flops | 0.2275
compound gates | 0.02843
mux | 0.003250
## metal layers
| layer | track usage | vias to the layer above | part of all wire |
|---|---|---|---|
| met5 | 0 | - | 0 |
| met4 | 0.002732 | 0 | 0 |
| met3 | 0.07732 | 0 | 0.12 |
| met2 | 0.1833 | 46 | 0.47 |
| met1 | 0.2081 | 845 | 0.41 |
| li1 | - | 762 | - |
## cell usage after synthesis (all sizes together)
cell type	instances	area (µm²)
and2b	1	7.510
dfrtp	28	700.7
fa	76	1521
a32oi	1	8.760
nor3	2	10.01
o21a	2	15.01
mux2i	1	10.01
o221a	1	11.26
or2	1	6.260
nand3b	1	7.510
nor2	5	18.77
o21ai	2	10.01
ha	21	262.8
a21o	1	7.510
xnor2	6	52.55
a21oi	1	5.000
xor2	1	8.760
nand3	1	5.000
a211oi	1	12.51
o2111ai	1	8.760
nor2b	1	6.260
inv	99	371.6
nand2	1	3.750
a31o	1	8.760
